File: flow/config.mk
export PLATFORM = sky130hd
export DESIGN_NAME = four_decimal_vals
export DESIGN_NICKNAME = four_decimal_vals
export VERILOG_FILES = /design/flow/design.v
export SDC_FILE = /design/flow/constraint.sdc
export NUM_CORES = 4
export LEC_CHECK = 1
export CORE_UTILIZATION = 40
File: flow/constraint.sdc
current_design four_decimal_vals

set clk_period 35.3
set clk_io_pct 0.2

create_clock -name clk0 -period $clk_period

set non_clock_inputs [all_inputs -no_clocks]
set_input_delay [expr $clk_period * $clk_io_pct] -clock clk0 $non_clock_inputs
set_output_delay [expr $clk_period * $clk_io_pct] -clock clk0 [all_outputs]
File: flow/design.v
module four_decimal_vals (
    input [16:0] val,
    output [6:0] seg7_dig0,
    output [6:0] seg7_dig1,
    output [6:0] seg7_dig2,
    output [6:0] seg7_dig3,
	 output [6:0] seg7_neg
);
reg [3:0] result_one_digit;
reg [3:0] result_ten_digit;
reg [3:0] result_hundred_digit;
reg [3:0] result_thousand_digit;
reg result_is_negative;
reg [16:0] twos_comp;
always @(*) begin
	 if (val[16] == 1'b1) begin
			result_is_negative = 1'b1;
			twos_comp = -val;
	 end else begin
			result_is_negative = 1'b0;
			twos_comp = val;
	 end
    result_thousand_digit = (twos_comp / 1000) % 10;
    result_hundred_digit = (twos_comp / 100) % 10;
    result_ten_digit = (twos_comp / 10) % 10;
    result_one_digit = twos_comp % 10;
end
seven_segment dig0(
    .in(result_one_digit),
    .out(seg7_dig0)
);
seven_segment dig1(
    .in(result_ten_digit),
    .out(seg7_dig1)
);
seven_segment dig2(
    .in(result_hundred_digit),
    .out(seg7_dig2)
);
seven_segment dig3(
    .in(result_thousand_digit),
    .out(seg7_dig3)
);
seven_segment_negative neg(
    .in(result_is_negative),
    .out(seg7_neg)
);
endmodule
module seven_segment(
    input [3:0] in,
    output reg [6:0] out
);
    always @(*) begin
        case(in)
            4'd0: out = 7'b1000000;
            4'd1: out = 7'b1111001;
            4'd2: out = 7'b0100100;
            4'd3: out = 7'b0110000;
            4'd4: out = 7'b0011001;
            4'd5: out = 7'b0010010;
            4'd6: out = 7'b0000010;
            4'd7: out = 7'b1111000;
            4'd8: out = 7'b0000000;
            4'd9: out = 7'b0010000;
            default: out = 7'b1111111;
        endcase
    end
endmodule
module seven_segment_negative(in,out);
input in;
output reg [6:0]out;  
always @(*) begin
    case (in)
	 1'b0: out = 7'b1111111;
	 1'b1: out = 7'b0111111;
	 default: out = 7'b1111111;
	 endcase
end
endmodule
File: flow/run.sh
#!/bin/bash
# OpenROAD 26Q1-2900-gdf79404cd8, Yosys 0.63+post, stock flow scripts
make -C /OpenROAD-flow-scripts/flow DESIGN_CONFIG=/design/flow/config.mk WORK_HOME=/design/flow/orfs finish
==> results.yml <==
# synthesis and place-and-route metrics
status:
  result_of_the_run: "finished clean"
grt:
  grt_pass1_wl_um: 45600
  grt_max_degree: 31
  first_global_vias: 8859
  grt.overflow.total: 0
  antenna_found_initial: 0
  groute.usage.overall: 0.259
worst_setup_path:
  timing.critical_path.max_delay_family: "simple AND/OR/NAND/NOR gates"
  arrival_ns: 18.35
  path_max_fanout: 16
  setup.worst_path.class: "in -> out"
  slowest_stage: "sky130_fd_sc_hd__nor4_2"
  critPathMaxStageDelay_ns: 0.72
  start_kind: "primary input"
  cp_num_buf_inv: 3
  worst_ep_required_time_ns: 28.24
  timing.critical_path.to_type: "output pin"
  critPathMostFrequentCell: "sky130_fd_sc_hd__nand2_1"
drt:
  vias_per_cell: 6.56
  routed_wirelength_um: 28000
  final_antenna_net_count: 0
  antennaDiodeCount: 0
  routed-via-count: 9867
  dr.pass1.iters: 6
  drc: 0
  wl_per_cell_um: 18.6
  initialDrtViolationCount: 949
sta:
  finalSetupTns_ns: 0
  report.final.setup_viol: 0
  final.min_clock_period_ns: 25.41
  setup_repair_after_global_routing_missed_its_margin: "no"
  timing.slew.headroom: 0.421
  drv_slew: 0
  fmax_ghz: 0.0394
  hold_violation_count_in_the_final_report: 0
  worst_hold_slack_ns: 15.38
  fin_crit_sh: 0.720
  worst-slew-pin-transition_ns: 0.844
placement:
  place_inst: 1504
  globalplace.congestion: 0.973
  hpwl_um: 21200
  port_buffers: 46
hold_path:
  hold_path_class: "in -> out"
synthesis:
  ys_seq_frac: 0
  ys_cells: 1238
  synth.yosys.chip_area_mm2: 0.00822
  synth_area_mm2: 0.00822
  post_synth.cell_area_avg_um2: 6.64
  synth_largest_type_area_fraction: 0.0585
  yosys_warnings: 3
  top_cells_by_area: "sky130_fd_sc_hd__a21oi_1, sky130_fd_sc_hd__nor2_1, sky130_fd_sc_hd__xnor2_1"
  ys_types: 120
  post-synth-top-area-cell: "sky130_fd_sc_hd__a21oi_1"
  syn-instance-count: 1238
job:
  max_cap_viol_count: 0
  warnings: 52
final_layout:
  fillCellCount: 2136
  layout.cells.non_filler: 1504
  lay_top_count: "sky130_fd_sc_hd__nor2_1"
  post_route_cells_drive_above_1_share: 0.0981
  clock_buffers: 0
  numSequentialCells: 0
  syn2layout_area_growth_pct: 7.66
  commonest_cells_after_routing_fill_and_taps_aside: "sky130_fd_sc_hd__nor2_1, sky130_fd_sc_hd__nand2_1, sky130_fd_sc_hd__a21oi_1"
  total_area_of_sequential_cells_um2: 0
clock_network:
  cts_hold_buf: 0
  post-cts-setup-buffers: 0
  number_of_cells_upsized_or_downsized_after_cts: 0
floorplanning:
  fp.coreArea_mm2: 0.0202
  die-area_mm2: 0.0211
  floorplan.die.height_um: 145
  pin_count: 52
  initCoreUtil: 0.407
  die.size.x_um: 145
  rows: 52
[cell usage after synthesis, types with 15 or more instances]
library cell / instances
sky130_fd_sc_hd__nor2_1: 126
sky130_fd_sc_hd__nand2_1: 100
sky130_fd_sc_hd__a21oi_1: 96
sky130_fd_sc_hd__o21ai_0: 84
sky130_fd_sc_hd__nor3_1: 55
sky130_fd_sc_hd__xnor2_1: 54
sky130_fd_sc_hd__nand3_1: 43
sky130_fd_sc_hd__clkbuf_1: 42
sky130_fd_sc_hd__a31oi_1: 33
sky130_fd_sc_hd__ha_1: 32
sky130_fd_sc_hd__inv_1: 31
sky130_fd_sc_hd__o211ai_1: 28
sky130_fd_sc_hd__mux2i_1: 20
sky130_fd_sc_hd__o22ai_1: 20
sky130_fd_sc_hd__o31ai_1: 20
sky130_fd_sc_hd__a211oi_1: 19
sky130_fd_sc_hd__buf_2: 18
sky130_fd_sc_hd__and2_1: 17
sky130_fd_sc_hd__nand4_1: 15
sky130_fd_sc_hd__nor2b_1: 15
[cells by family after synthesis]
group           synth area share
other cells             0.000456
compound gates             0.461
mux                       0.0443
xor+xnor                  0.0833
simple gates               0.291
fa+ha+maj                 0.0574
buf+inv                   0.0621
[path summary, 6_finish.rpt]
check,from,end,slack [ns],cells past startpoint
hold / removal,val[0],seg7_dig0[4],15.38,4
setup / recovery,val[0],seg7_dig2[5],9.89,31
[layer usage]
layer / up-vias / track usage / routed length [um]
li1: 4835 / - / -
met1: 4569 / 0.382 / 13200
met2: 412 / 0.407 / 12000
met3: 51 / 0.0304 / 2060
met4: 0 / 0.0537 / 677
met5: - / 0 / 0
[tightest hold or removal path, stage by stage]
cell and delay [ns]:
sky130_fd_sc_hd__clkdlybuf4s50_1 0.53, sky130_fd_sc_hd__a211oi_1 0.26, sky130_fd_sc_hd__a31oi_1 0.06, sky130_fd_sc_hd__clkdlybuf4s50_1 0.41
[final cells by class]
type / count / area [um^2] / share of cell area
well taps: 270 / 338 / 0.0382
repair buffers: 68 / 626 / 0.0707
multi-input cells: 1130 / 7750 / 0.876
inverters: 36 / 135 / 0.0153
[through the flow]
stage / cell area (um^2) / util / worst slack [ns]
finish: 8850 / 0.439 / 9.89
global route: 8850 / 0.439 / 9.15
CTS: 8850 / 0.439 / 10.13
detailed placement: 8850 / 0.439 / 10.18
global placement: 8850 / 0.439 / 10.34
floorplan: 8240 / - / 12.92
