==> design.v <==
module audio_controller (
    input wire clk,
    input wire rst,
    input wire [2:0] button_press,
    output wire AUD_XCK,
    output wire AUD_DACDAT,
    inout wire AUD_DACLRCK,
    inout wire AUD_BCLK,
    output wire FPGA_I2C_SCLK,
    inout wire FPGA_I2C_SDAT
);
    parameter FREQ_LEFT   = 500;
    parameter FREQ_MIDDLE = 700;
    parameter FREQ_RIGHT  = 900;
    wire audio_clk;    
    wire sample_clk;   
    reg [15:0] audio_data;
    reg data_valid;
    reg [31:0] phase_accum_left;
    reg [31:0] phase_accum_middle;
    reg [31:0] phase_accum_right;
    wire [31:0] freq_inc_left   = 32'h100000 * FREQ_LEFT / 48000;
    wire [31:0] freq_inc_middle = 32'h100000 * FREQ_MIDDLE / 48000;
    wire [31:0] freq_inc_right  = 32'h100000 * FREQ_RIGHT / 48000;
    audio_pll pll_inst (
        .inclk0(clk),
        .c0(audio_clk),
        .c1(sample_clk)
    );
    codec_config codec_config_inst (
        .clk(clk),
        .rst(rst),
        .FPGA_I2C_SCLK(FPGA_I2C_SCLK),
        .FPGA_I2C_SDAT(FPGA_I2C_SDAT)
    );
    always @(posedge sample_clk or posedge rst) begin
        if (rst) begin
            phase_accum_left <= 0;
            phase_accum_middle <= 0;
            phase_accum_right <= 0;
            audio_data <= 16'd0;
            data_valid <= 1'b0;
        end else begin
            if (button_press[0]) begin
                phase_accum_left <= phase_accum_left + freq_inc_left;
            end else begin
                phase_accum_left <= 0;
            end
            if (button_press[1]) begin
                phase_accum_middle <= phase_accum_middle + freq_inc_middle;
            end else begin
                phase_accum_middle <= 0;
            end
            if (button_press[2]) begin
                phase_accum_right <= phase_accum_right + freq_inc_right;
            end else begin
                phase_accum_right <= 0;
            end
            if (button_press != 3'b000) begin
                audio_data <= {
                    sine_lookup(phase_accum_left[31:24]),
                    sine_lookup(phase_accum_middle[31:24])
                };
                data_valid <= 1'b1;
            end else begin
                audio_data <= 16'd0;
                data_valid <= 1'b0;
            end
        end
    end
    i2s_transmitter i2s_tx_inst (
        .clk(audio_clk),
        .rst(rst),
        .data_in(audio_data),
        .data_valid(data_valid),
        .BCLK(AUD_BCLK),
        .LRCLK(AUD_DACLRCK),
        .DACDAT(AUD_DACDAT)
    );
    assign AUD_XCK = audio_clk;
    function [7:0] sine_lookup;
        input [7:0] phase;
        begin
            case(phase[7:6])
                2'b00: sine_lookup = {1'b0, phase[6:0]} + 8'd128;        
                2'b01: sine_lookup = 8'd255 - {1'b0, phase[6:0]};        
                2'b10: sine_lookup = ~{1'b0, phase[6:0]} + 8'd128;       
                2'b11: sine_lookup = {1'b0, phase[6:0]} + 8'd1;          
            endcase
        end
    endfunction
endmodule
module i2s_transmitter (
    input wire clk,            
    input wire rst,            
    input wire [15:0] data_in, 
    input wire data_valid,     
    inout wire BCLK,           
    inout wire LRCLK,          
    output reg DACDAT          
);
    reg [4:0] bit_count;
    reg lr_select;
    assign BCLK = clk;
    assign LRCLK = lr_select;
    always @(posedge clk or posedge rst) begin
        if (rst) begin
            bit_count <= 5'd0;
            lr_select <= 1'b0;
            DACDAT <= 1'b0;
        end else begin
            if (bit_count == 5'd0) begin
                lr_select <= ~lr_select;
            end
            if (data_valid) begin
                if (bit_count < 5'd16) begin
                    DACDAT <= data_in[15 - bit_count];
                    bit_count <= bit_count + 1'b1;
                end else begin
                    bit_count <= 5'd0;
                end
            end else begin
                bit_count <= 5'd0;
                DACDAT <= 1'b0;
            end
        end
    end
endmodule
module codec_config (
    input wire clk,
    input wire rst,
    output wire FPGA_I2C_SCLK,
    inout wire FPGA_I2C_SDAT
);
    assign FPGA_I2C_SCLK = 1'b1;
    assign FPGA_I2C_SDAT = 1'bz;
endmodule
module audio_pll (
    input wire inclk0,
    output wire c0,   
    output wire c1    
);
    assign c0 = inclk0;   
    assign c1 = inclk0;   
endmodule
==> run.sh <==
#!/bin/bash
# OpenROAD 26Q1-2900-gdf79404cd8, Yosys 0.63+post, stock flow scripts
make -C /OpenROAD-flow-scripts/flow DESIGN_CONFIG=/design/flow/config.mk WORK_HOME=/design/flow/orfs finish
==> config.mk <==
export PLATFORM = sky130hd
export DESIGN_NAME = audio_controller
export DESIGN_NICKNAME = audio_controller
export VERILOG_FILES = /design/flow/design.v
export SDC_FILE = /design/flow/constraint.sdc
export NUM_CORES = 4
export LEC_CHECK = 1
export CORE_UTILIZATION = 40
==> constraint.sdc <==
current_design audio_controller

set clk_period 5.4
set clk_io_pct 0.2

create_clock -name clk0 -period $clk_period [get_ports {clk}]

set non_clock_inputs [all_inputs -no_clocks]
set_input_delay [expr $clk_period * $clk_io_pct] -clock clk0 $non_clock_inputs
set_output_delay [expr $clk_period * $clk_io_pct] -clock clk0 [all_outputs]
==> impl_metrics.json <==
{
  "initCoreUtil_pct": 41.8,
  "cts-hold-fix-buffers": 0,
  "die_w_um": 107,
  "syn_inst": 452,
  "top_cells_by_area": "dfrtp_1 50%, xor2_1 6.0%, nor2_1 5.6%",
  "cts_setup_buffers": 0,
  "synth.distinct_cells": 48,
  "synth_flops": 87,
  "async_flop_share_pct": 100,
  "ys_warn_count": 3,
  "synth_seq_share_pct": 49.5,
  "synth-edff-count": 0,
  "place_congestion": 0.775,
  "row_count": 37,
  "top_cell_area_share_pct": 49.5,
  "ios": 11,
  "dpl.hpwl_um": 5180,
  "top_cell": "dfrtp_1",
  "portBuffers": 6,
  "syn_area_um2": 4390,
  "lastStage": "4_1_cts",
  "ys_area_um2": 4390,
  "yosysTopAreaCell": "dfrtp_1",
  "error": "[error] [KeplerFormal.cpp:679] Workflow failed: Iso has multiple drivers: .AUD_DACLRCK0, AUD_DACLRCK$_DFFE_PP0N_.Q0",
  "fp.dieH_um": 107,
  "ys.flop_type": "dfrtp_1",
  "cts_resized": 0,
  "yosys-top-cells-count": "87 x dfrtp_1, 66 x nor2_1, 33 x a21oi_1, 30 x xor2_1, 28 x o21ai_0",
  "yosys-stat-cells": 452,
  "status": "did not finish",
  "avgSynthCellArea_um2": 9.72
}
## cells by family after synthesis
logic type | after synthesis | synth area share (%)
flip-flops | 87 | 49.5
XOR/XNOR | 50 | 9.97
other | 2 | 0.171
AND-OR/OR-AND | 105 | 14.8
adder cells (fa/ha/maj) | 6 | 1.71
buffers and inverters | 34 | 3.42
multiplexers | 5 | 2.28
AND/OR/NAND/NOR | 163 | 18.1
## stage by stage
step	util, %	setup slack (ns)	cells	hold WS [ns]	cell area, µm²
detailed placement	43.3	1.25	578	0.442	4550
floorplan	-	1.52	452	0.420	4390
global placement	43.3	1.62	578	0.433	4550
