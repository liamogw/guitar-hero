==> /design/flow/run.sh <==
#!/bin/bash
# OpenROAD 26Q1-2900-gdf79404cd8, Yosys 0.63+post, stock flow scripts
make -C /OpenROAD-flow-scripts/flow DESIGN_CONFIG=/design/flow/config.mk WORK_HOME=/design/flow/orfs finish
==> /design/flow/config.mk <==
export PLATFORM = sky130hd
export DESIGN_NAME = debounce_swtiches
export DESIGN_NICKNAME = debounce_swtiches
export VERILOG_FILES = /design/flow/design.v
export SDC_FILE = /design/flow/constraint.sdc
export NUM_CORES = 4
export LEC_CHECK = 1
export CORE_UTILIZATION = 30
==> /design/flow/constraint.sdc <==
current_design debounce_swtiches

set clk_period 2.0
set clk_io_pct 0.2

create_clock -name clk0 -period $clk_period [get_ports {clk}]

set non_clock_inputs [all_inputs -no_clocks]
set_input_delay [expr $clk_period * $clk_io_pct] -clock clk0 $non_clock_inputs
set_output_delay [expr $clk_period * $clk_io_pct] -clock clk0 [all_outputs]
==> /design/flow/design.v <==
module debounce_swtiches(
input clk,
input rst,
input [17:0]SW, 
output [17:0]SW_db
);
debounce db0(clk, rst, SW[0], SW_db[0]);
debounce db1(clk, rst, SW[1], SW_db[1]);
debounce db2(clk, rst, SW[2], SW_db[2]);
debounce db3(clk, rst, SW[3], SW_db[3]);
debounce db4(clk, rst, SW[4], SW_db[4]);
debounce db5(clk, rst, SW[5], SW_db[5]);
debounce db6(clk, rst, SW[6], SW_db[6]);
debounce db7(clk, rst, SW[7], SW_db[7]);
debounce db10(clk, rst, SW[8], SW_db[8]);
debounce db11(clk, rst, SW[9], SW_db[9]);
debounce db12(clk, rst, SW[10], SW_db[10]);
debounce db13(clk, rst, SW[11], SW_db[11]);
debounce db14(clk, rst, SW[12], SW_db[12]);
debounce db15(clk, rst, SW[13], SW_db[13]);
debounce db16(clk, rst, SW[14], SW_db[14]);
debounce db17(clk, rst, SW[15], SW_db[15]);
debounce db18(clk, rst, SW[16], SW_db[16]);
debounce db19(clk, rst, SW[17], SW_db[17]);
endmodule
module debounce (
input clk,
input rst,
input SW, 
output reg SW_db
);
reg [7:0]count;
parameter CALMING_WINDOW = 8'd100;
reg [2:0]S;
reg [2:0]NS;
parameter
	START = 3'd0,
	ONE = 3'd1,
	MAYBE_ONE = 3'd2,
	ZERO = 3'd3,
	MAYBE_ZERO = 3'd4,
	ERROR = 3'b111;
always @(posedge clk or negedge rst)
begin
	if (rst == 1'b0)
		S <= START;
	else
		S <= NS;
end
always @(*)
begin
	case (S)
		START: NS = ZERO;  
		ONE: 
			if (SW == 1'b0)
				NS = MAYBE_ZERO;
			else
				NS = ONE;
		MAYBE_ONE:
			if (SW == 1'b1 && count > 8'd100)
				NS = ONE;
			else if (SW == 1'b1)
				NS = MAYBE_ONE;
			else
				NS = ZERO;
		ZERO:
			if (SW == 1'b1)
				NS = MAYBE_ONE;
			else
				NS = ZERO;
		MAYBE_ZERO:
			if (SW == 1'b0 && count > 8'd100)
				NS = ONE;
			else if (SW == 1'b0)
				NS = MAYBE_ZERO;
			else
				NS = ONE;
		default: NS = ERROR;
	endcase
end
always @(posedge clk or negedge rst)
begin
	if (rst == 1'b0)
		count <= 8'd0;
	else
		case (S)
			START:
			begin
				count <= 8'd0;
			end
			ONE: 
			begin
				count <= 8'd0;
				SW_db <= 1'b1;
			end
			MAYBE_ONE:
			begin
				count <= count + 1'b1;
				SW_db <= 1'b0;
			end
			ZERO:
			begin
				count <= 8'd0;				
				SW_db <= 1'b0;
			end
			MAYBE_ZERO:
			begin
				count <= count + 1'b1;
				SW_db <= 1'b1;
			end
		endcase
end
endmodule
==> summary.txt <==
run results: DR WL/cell 12.8 µm, Clk pwr share between 40 and 50%, Boundary Pins 38, post-DP HPWL 14400 µm, FFs w/ async S/R, synth 92.3%, layout cells sized above 1 slightly below 9%, Tool Warnings 43, combinational share of power 8.8%, max-cap viol count 0, critical path fanouts, max 1, clock sinks roughly 240, pin count of the biggest net entering global routing 34, Latency at later pin 0.56 ns, Critical Path Sink Type primary output, vias in the first global route 8269, outcome complete, no violations, synth warn 1, setup violators final 0, Buf+Inv Stages, Crit Path 1, most numerous logic cells after layout dfrtp_1 (216), o21ai_0 (181), nor2_1 (141), Seq share, synth 50.2%, setup repair after global routing missed its margin false, worst hold path class input pin to async pin, Placer Congestion 0.799, IO buf count 37, # Cells Yosys 1217, Cell Chain, Critical Path clkdlybuf4s50_1, clock transition at the registers of the reported paths ~0.06 ns, Max Clock Skew ~0.028 ns, Yosys cell types 45, Most common reg cell dfrtp_1, post-route clock period utilization 89.5%, Synth-to-Final Area Change 15.5%, chip area 40500 µm², WP data arrival 1.39 ns, Setup TNS 0 ns, static leakage 5.78 nW, Power Dens Cells ~830 nW/µm², H-tree depth 1, Routed Antenna Nets 0, Mapped Avg Cell Area 9.78 µm², area of the core 38900 µm², Overflow after GRT 0, Worst Path Required 1.60 ns, TritonCTS clock tree yes, die outline width ~200 µm, critical path's top delay family buffers and inverters, first-pass GRT wire length 40100 µm, sequential share of power 46.4%, Rows 72, vias 8860, Sw Share 24.8%, Clock Tree Buf Depth 3, Hold Violations, Final 0, initial antenna violation count 0, Int Pwr 8.58 mW, total power after layout 11.4 mW, worst setup path class flip-flop to primary output, Initial DRC Count 617, max-slew violations 0, Total Wirelength ~23000 µm, 1st-pass router iterations 5, DRC Markers 0, Chip Area, Yosys 11900 µm², CTS Buf Count 28, Init Core Util 30.6%, fillers about 3.8k, P_sw 2.82 mW, via/cell ratio 4.92, crit path launch type flip-flop, Max VDD drop 465 µV, critical path's slowest cell clkdlybuf4s50_1, Post-CTS Setup Bufs 0, Slew @ Worst Pin 0.633 ns, die height 201 µm, Post-synth regs 235, Root Buffer clkbuf_16, ant diodes 0, Commonest Layout Cell dfrtp_1, Post-Syn Instances 1217, max incr delay on CP 0.50 ns, Post-Syn Area roughly 12000 µm², gr usage total 12.0%, Post-synth EDFFs 18, Tmin final 1.79 ns, Max-slew headroom 57.8%, fmax about 0.56 GHz
[routing by layer]
layer	vias to the layer above	part of all wire (%)	routed length (µm)	global-route usage [%]
li1	4517	-	-	-
met1	4173	50	11500	18.4
met2	127	43	9770	17.5
met3	43	5.0	1140	2.86
met4	0	2.5	583	2.62
met5	-	0	0	0
[state kept, by name, indices dropped and copies added (netlist names), 5 cells and up]
register and cells:
db0.count 8, db1.count 8, db10.count 8, db11.count 8, db12.count 8, db13.count 8, db14.count 8, db15.count 8
db16.count 8, db17.count 8, db18.count 8, db19.count 8, db2.count 8, db3.count 8, db4.count 8, db5.count 8
db6.count 8, db7.count 8, db14.S 5
[final cells by class]
cell class	count	area [µm²]	share of cell area [%]
clock inverters	13	155	1.13
clock buffers	38	778	5.66
repair buffers	55	561	4.08
well taps	518	648	4.71
inverters	55	206	1.50
multi-input cells	885	5430	39.5
flip-flops and latches	235	5970	43.4
[path summary, 6_finish.rpt]
path	slack (ns)	to	cells past startpoint	startpoint
hold / removal	0.03	db15.count[7]	2	rst
hold reg to reg	0.50	db19.count[6]	1	db19.count[6]
min in group clk0	0.36	db15.SW_db	2	rst
setup / recovery	0.21	SW_db[13]	1	db15.SW_db
setup reg to reg	0.42	db7.count[4]	4	db7.S[1]
max in group asynchronous	1.58	db14.S[0]	2	rst
[Yosys cell counts, types with 3 or more instances]
cell type	n	share of area [%]
dfrtp_1	216	45
o21ai_0	181	7.6
nor2_1	141	4.4
nand2_1	77	2.4
a31oi_1	57	3.0
inv_1	55	1.7
nand3_1	39	1.6
ha_1	36	3.8
nor2b_1	34	1.8
a21oi_1	28	1.2
and3_1	28	1.5
nand4_1	28	1.5
or2_2	28	1.5
buf_4	26	1.6
a22o_1	20	1.5
o21bai_1	19	1.2
edfxtp_1	18	4.5
nor4_4	18	3.2
o31a_1	18	1.3
o22ai_1	17	0.89
o311ai_1	17	1.3
o21a_1	16	1.0
or3_1	14	0.74
o31ai_1	11	0.69
and4_1	10	0.74
xor2_1	10	0.74
buf_2	9	0.38
o21ai_1	8	0.34
or2_0	6	0.32
and2_0	4	0.21
o211ai_1	4	0.25
or4_1	4	0.25
and2_1	3	0.16
clkbuf_1	3	0.095
[power by group through the flow]
stage,Combinational (mW),Clock (mW),Sequential [mW]
6_report,1.00,5.10,5.30
5_1_grt,1.16,5.49,5.34
4_1_cts,1.03,5.29,5.29
[metrics by stage]
stage / util, % / hold slack, ns / setup WS, ns / cell area, µm² / std cells
after floorplan: - / 0.104 / 0.608 / 11900 / 1217
after global placement: 32.9 / 0.389 / 0.434 / 12800 / 1747
after detailed placement: 32.9 / 0.387 / 0.407 / 12800 / 1747
after CTS: 35.3 / 0.0219 / 0.154 / 13800 / 1799
after global routing: 35.3 / 0.0547 / 0.142 / 13800 / 1799
final: 35.3 / 0.0284 / 0.210 / 13800 / 1799
[kinds of logic after synthesis]
kind of cell / share of synthesized area, %
AND-OR/OR-AND: 20.4
XOR/XNOR: 0.736
adder cells (fa/ha/maj): 3.78
buffers and inverters: 4.19
flip-flops: 50.2
multiplexers: 0.0946
other: 0.0315
AND/OR/NAND/NOR: 20.6
[what timing repair did]
action                    CTS  global route
gates resized               0             0
hold buffers                1             0
hold endpoints to repair   27             0
Power and IR drop assume default switching activity.
